<file path="flow/run.sh">
#!/bin/bash
# OpenROAD 26Q1-2900-gdf79404cd8, Yosys 0.63+post, stock flow scripts
make -C /OpenROAD-flow-scripts/flow DESIGN_CONFIG=/design/flow/config.mk WORK_HOME=/design/flow/orfs finish
</file>
<file path="flow/config.mk">
export PLATFORM = sky130hd
export DESIGN_NAME = RX_CLK_LANE
export DESIGN_NICKNAME = RX_CLK_LANE
export VERILOG_FILES = /design/flow/design.v
export SDC_FILE = /design/flow/constraint.sdc
export NUM_CORES = 4
export LEC_CHECK = 1
export CORE_UTILIZATION = 30
</file>
<file path="flow/constraint.sdc">
current_design RX_CLK_LANE

set clk_period 5.3
set clk_io_pct 0.2

create_clock -name clk0 -period $clk_period [get_ports {clk}]

set non_clock_inputs [all_inputs -no_clocks]
set_input_delay [expr $clk_period * $clk_io_pct] -clock clk0 $non_clock_inputs
set_output_delay [expr $clk_period * $clk_io_pct] -clock clk0 [all_outputs]
</file>
<file path="flow/design.v">
module RX_CLK_LANE #(
    parameter Tclk_term_en = 2,
    parameter Tclk_miss    = 10
)(
    input  clk,
    input  rst,
    input  CLKDp,
    input  CLKDn,
    output RX_HS_CLK
);
    wire HS_Enable;
    RX_LP_CLK_FSM #(
        .Tclk_term_en(Tclk_term_en)
    ) lp_fsm_inst (
        .clk(clk),
        .rst(rst),
        .CLKDp(CLKDp),
        .CLKDn(CLKDn),
        .HS_Enable(HS_Enable)
    );
    RX_HS_CLK_FSM #(
        .Tclk_miss(Tclk_miss)
    ) hs_fsm_inst (
        .clk(clk),
        .rst(rst),
        .HS_Enable(HS_Enable),
        .CLKDp(CLKDp),
        .CLKDn(CLKDn),
        .RX_HS_CLK(RX_HS_CLK)
    );
endmodule
module RX_HS_CLK_FSM #(
    parameter Tclk_miss = 10
)(
    input  clk,
    input  rst,
    input  HS_Enable,
    input  CLKDp,
    input  CLKDn,
    output reg RX_HS_CLK
);
    localparam HS_STOP = 2'b00;
    localparam HS_CLK  = 2'b01;
    localparam HS_END  = 2'b10;
    reg [1:0] hs_state, hs_next;
    integer hs_timeout;
    always @(posedge clk or posedge rst) begin
        if (rst) begin
            hs_state   <= HS_STOP;
            hs_timeout <= 0;
        end else begin
            hs_state <= hs_next;
            if (hs_state == HS_CLK) begin
                hs_timeout <= hs_timeout + 1;
            end else begin
                hs_timeout <= 0;
            end
        end
    end
    always @(*) begin
        hs_next = hs_state;
        RX_HS_CLK = 0;
        case (hs_state)
            HS_STOP: begin
                if (HS_Enable)
                    hs_next = HS_CLK;
            end
            HS_CLK: begin
                RX_HS_CLK = CLKDp;
                if(!HS_Enable)
                    hs_next = HS_STOP;
                else if ((hs_timeout >= Tclk_miss))
                    hs_next = HS_END;
            end
            HS_END: begin
                if(!HS_Enable)
                    hs_next = HS_STOP;
                else if (({CLKDp, CLKDn} == 2'b11))
                    hs_next = HS_STOP;
            end
        endcase
    end
endmodule
module RX_LP_CLK_FSM #(
    parameter Tclk_term_en = 2
)(
    input  clk,
    input  rst,
    input  CLKDp,
    input  CLKDn,
    output reg HS_Enable
);
    localparam RXCLK_STOP    = 2'b00;
    localparam RXCLK_HS_RQST = 2'b01;
    localparam RXCLK_HS_PRPR = 2'b10;
    localparam RXCLK_HS_TERM = 2'b11;
    reg [1:0] lp_state, lp_next;
    integer prpr_cnt;
    always @(posedge clk or posedge rst) begin
        if (rst) begin
            lp_state <= RXCLK_STOP;
            prpr_cnt <= 0;
        end else begin
            lp_state <= lp_next;
            if (lp_state == RXCLK_HS_PRPR)
                prpr_cnt <= prpr_cnt + 1;
            else
                prpr_cnt <= 0;
        end
    end
    always @(*) begin
        lp_next   = lp_state;
        HS_Enable = 1'b0;
        case (lp_state)
            RXCLK_STOP: begin
                if ({CLKDp, CLKDn} == 2'b01)
                    lp_next = RXCLK_HS_RQST;
            end
            RXCLK_HS_RQST: begin
                if({CLKDp, CLKDn} == 2'b00)
                    lp_next = RXCLK_HS_PRPR;
                else
                    lp_next = RXCLK_STOP;
            end
            RXCLK_HS_PRPR: begin
                if (prpr_cnt >= Tclk_term_en & {CLKDp,CLKDn} == 2'b00)
                    lp_next = RXCLK_HS_TERM;
            end
            RXCLK_HS_TERM: begin
                HS_Enable = 1'b1;
                if ({CLKDp, CLKDn} == 2'b11)
                    lp_next = RXCLK_STOP;
            end
        endcase
    end
endmodule
</file>
==> qor.yml <==
place:
  dp_hpwl_mm: 4.368
  port_buffers: 4
  postPlaceCellArea_um2: 4001
  place.gp.congestion: 0.7760
  pre_cts_ws_ps: 1950
job:
  warnings: 27
  cap_violations: 0
worst_setup_path:
  cp-start-kind: "input port"
  cpMostUsedCell: "clkdlybuf4s50_1"
  worst_path_max_delay_cell: "clkdlybuf4s50_1"
  worstPathRequired_ps: 4240
  arrival_ps: 2300
  end_kind: "primary output"
  crit_path_max_fanout: 8
  path_cells: "clkdlybuf4s50_1, and2_1, clkdlybuf4s50_1"
  slowest_delay_ps: 610
  path_class: "input port to primary output"
final_timing:
  rsz0062_at_grt: "false"
  setup_violations: 0
  skew_ps: 9.095
  worst_pin_slew_ps: 766.6
  setup_ws_ps: 1941
  setup_tns_ps: 0
  max_slew_margin: 0.4889
  fin_crit_sh: 0.6338
  hold_viol: 0
  max_freq_mhz: 297.7
  timing.hold.ws_ps: 502.3
  slew_viol_final: 0
  period_needed_ps: 3359
clocking:
  clockBufferDepth: 2
  postCtsSetupRepairBufs: 0
  cts_resized: 0
  cts-htree-levels: 3
  clock-root-buffer: "clkbuf_16"
  cts_sinks: 71
  clkSlewWorstSetupHoldPaths_ps: 50
  cts_hold_buf: 0
  cts_tree: "built"
  clock_latency_ps: 330
  cts_made_buffers: 9
cells_and_area:
  drive_gt1_frac: 0.09067
  final_cell_area_um2: 4327
  area_growth_pct: 14.20
  post-route-util: 0.3558
  n_fill_cell: 1168
detailed_routing:
  avgRoutedWirePerCell_um: 12.37
  drt_pre_antenna_iters: 4
  wl_met2_mm: 2.862
  wl_met1_mm: 3.766
  diodes: 0
  wl_mm: 6.851
  wl_met3_um: 156
  highest_layer: "met4"
  drt_iter0_drc: 109
  vias: 2617
  via_per_inst: 4.724
  final_antenna_net_count: 0
  drc: 0
global_route:
  grt_start_max_net_pins: 61
  grt_usage: 0.1205
  grt_pass1_wl_mm: 12.52
  grt_pass1_vias: 2590
  gr-total-overflow: 0
  antenna_found_initial: 0
floorplanning:
  die_area_um2: 13080
  row_count: 40
  coreArea_um2: 12160
  die_y_um: 114.4
  ios: 5
  dieWidth_um: 114.4
  fp_util: 0.3115
pwr:
  peakVddDrop_mv: 0.1707
  p_leak_nw: 1.913
  powerDensity_nw_per_um2: 292.6
yosys:
  ys.flops: 71
  avgSynthCellArea_um2: 10.10
  synth.cell_area_um2: 3789
  yosys.cell_types.count: 43
  ys_area_um2: 3789
  synth_warnings: 2
  syn-instance-count: 375
  seq_area_frac_synth: 0.4696
  ys_cells: 375
worst_hold_path:
  hold_path.class: "flop to flop"
status:
  outcome: "completed"
## state kept, by name, indices dropped and copies added (netlist names)
signal                  cells
lp_fsm_inst.lp_state        4
hs_fsm_inst.hs_state        3
lp_fsm_inst.prpr_cnt       32
hs_fsm_inst.hs_timeout     32
## final cells by class
cell class,count,area (um2),area share
well taps,168,210.2,0.04858
flip-flops and latches,71,1779,0.4112
multi-input cells,285,1923,0.4445
clock inverters,3,65.06,0.01504
inverters,7,26.28,0.006073
clock buffers,13,260.3,0.06015
repair buffers,7,62.56,0.01446
## power breakdown
part	switching (mW)	total, mW	internal, mW
Combinational	0.0345	0.0520	0.0175
Sequential	0.0113	0.560	0.549
Clock	0.216	0.654	0.437
Total	0.262	1.27	1.00
## cell usage after synthesis, drive strengths merged
cell type | n | area (um2)
a21oi | 1 | 5.000
or3 | 6 | 42.54
a21o | 1 | 7.510
a2111o | 1 | 11.26
nand3b | 2 | 15.01
and2 | 50 | 312.8
nor3b | 2 | 20.02
o32a | 1 | 10.01
a32o | 1 | 10.01
mux2i | 4 | 40.04
o21ai | 7 | 35.03
xor2 | 18 | 157.7
nand2b | 5 | 31.28
nor2 | 12 | 45.04
and4 | 7 | 61.31
ha | 4 | 50.05
dfrtp | 69 | 1727
nand3 | 33 | 175.2
nor4b | 1 | 23.77
or2 | 2 | 15.02
nor3 | 13 | 90.09
o31ai | 1 | 7.510
o31a | 1 | 8.760
inv | 7 | 26.28
nand4 | 14 | 108.9
clkbuf | 10 | 37.54
nor4 | 17 | 121.4
nor2b | 7 | 43.79
a21boi | 5 | 37.53
xnor2 | 32 | 280.3
buf | 2 | 22.52
dfstp | 2 | 52.55
and3 | 7 | 43.79
nand2 | 30 | 112.6
## cells in the final DEF (no fill, tap or decap), types with 5 or more instances in the layout
| master | count |
|---|---|
| inv_1 | 6 |
| nand2b_1 | 5 |
| clkbuf_16 | 9 |
| o21ai_0 | 7 |
| nand4_1 | 12 |
| and3_1 | 7 |
| nand3_1 | 31 |
| and4_1 | 7 |
| and2_1 | 50 |
| dfrtp_1 | 69 |
| xor2_1 | 18 |
| nor2b_1 | 7 |
| xnor2_1 | 32 |
| nor4_1 | 16 |
| nand2_1 | 30 |
| nor3_1 | 8 |
| or3_1 | 5 |
| nor3_2 | 5 |
| nor2_1 | 12 |
## metrics by stage
stage	power, mW	instances
floorplan	0.6054	375
global placement	0.6240	538
detailed placement	0.6254	538
CTS	1.283	554
global route	1.318	554
finish	1.266	554
## critical path: cells and delay by family
kind | cells | cell delay [ps]
buf+inv | 2 | 1070
simple gates | 1 | 170
## cells by family (layout without fill, tap and decap cells)
family,after synthesis,count (layout),synth area share
muxes,4,4,0.01057
DFF,71,71,0.4696
and+or+nand+nor,208,208,0.3332
AOI/OAI and AO/OA,19,19,0.03500
adders and majority gates,4,4,0.01321
xor gates and xnor gates,50,50,0.1156
buffers and inverters,19,30,0.02279
## layer usage
layer	vias to the layer above	global-route usage
met5	-	0
met3	5	0.01888
li1	1311	-
met4	0	0.01385
met1	1281	0.2018
met2	20	0.1733
## final timing paths
check / start / to / slack [ps] / cells past startpoint
setup / recovery: CLKDp / RX_HS_CLK / 1940 / 3
hold / removal: lp_fsm_inst.lp_state[3]$_DFF_PP0_ / hs_fsm_inst.hs_state[0]$_DFF_PP1_ / 500 / 1
setup reg to reg: hs_fsm_inst.hs_timeout[0]$_DFF_PP0_ / hs_fsm_inst.hs_timeout[26]$_DFF_PP0_ / 3160 / 6
hold reg to reg: lp_fsm_inst.lp_state[3]$_DFF_PP0_ / hs_fsm_inst.hs_state[0]$_DFF_PP1_ / 500 / 1
max in group asynchronous: rst / lp_fsm_inst.prpr_cnt[12]$_DFF_PP0_ / 3270 / 3
min in group asynchronous: rst / hs_fsm_inst.hs_timeout[10]$_DFF_PP0_ / 980 / 2
Power is estimated from default activity; no workload was simulated.
