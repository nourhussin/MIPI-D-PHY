==> flow/design.v <==
 module D_PHY_DRIVER (
    input TX_DDR_clk,
    input TX_BYTE_clk,
    input TX_rst,
    input TX_VALID,
    input [7:0] TX_BYTE_HS,
    input TX_REQ,
    output Dp, Dn,
    output TX_READY,
    output [2:0] D_PHY_TX_HS_STATE,
    output [1:0] D_PHY_TX_LP_STATE
);
    wire HS_Dn, HS_Dp, LP_Dp, LP_Dn;
    wire hs_en, hs_end;
    reg hs_en_reg, hs_end_reg;
    TX_LP_FSM tx_lp(
        .TX_BYTE_clk(TX_BYTE_clk),
        .TX_rst(TX_rst),
        .TX_REQ(TX_REQ),
        .Dp(LP_Dp),
        .Dn(LP_Dn),
        .TX_HS_END_DATA(hs_end),
        .TX_HS_EN(hs_en),
        .TX_LP_STATE(D_PHY_TX_LP_STATE)
    );
    HS_TX  tx_hs(
        .TX_DDR_clk(TX_DDR_clk),
        .TX_BYTE_clk(TX_BYTE_clk),
        .TX_rst(TX_rst),
        .TX_HS_EN(hs_en_reg),
        .TX_HS_END_DATA(hs_end_reg),
        .TX_HS_STATE(D_PHY_TX_HS_STATE),
        .TX_VALID(TX_VALID),
        .TX_BYTE_DATA(TX_BYTE_HS),
        .TX_HS_READY(TX_READY),
        .Dp(HS_Dp),
        .Dn(HS_Dn)
    );
    always @(posedge TX_DDR_clk, posedge TX_rst)begin
        if(TX_rst)begin
            hs_en_reg <=0;
            hs_end_reg <=0;
        end else begin
            hs_en_reg <= hs_en;
            hs_end_reg <= hs_end;
        end
    end
    assign Dp = hs_en_reg? HS_Dp : LP_Dp;
    assign Dn = hs_en_reg? HS_Dn : LP_Dn;
endmodule
module HS_TX (
    input TX_DDR_clk,
    input TX_BYTE_clk,
    input TX_rst,
    input TX_HS_EN,  
    input TX_HS_END_DATA,  
    input TX_VALID,
    input [7:0] TX_BYTE_DATA,
    output [2:0] TX_HS_STATE,
    output TX_HS_READY,
    output Dp,Dn
);
    wire Serial_B1, Serial_B2;
    wire [7:0] internal_data;
    wire internal_data_valid;
    TX_HS_FSM hs_fsm (
        .TX_DDR_clk(TX_DDR_clk),
        .TX_rst(TX_rst),
        .Enable(TX_HS_EN),
        .TX_VALID(TX_VALID),
        .TX_BYTE_DATA(TX_BYTE_DATA),
        .TX_HS_END_DATA(TX_HS_END_DATA),
        .TX_HS_STATE(TX_HS_STATE),
        .TX_BYTE_DATA_FSM(internal_data),
        .TX_BYTE_DATA_VALID(internal_data_valid),
        .TX_HS_READY(TX_HS_READY)
    );
    Serializer serializer (
        .TX_BYTE_clk(TX_BYTE_clk),
        .TX_DDR_clk (TX_DDR_clk),
        .TX_rst(TX_rst),
        .Enable(TX_HS_EN),
        .TX_BYTE_DATA(internal_data),
        .Serial_B1(Serial_B1),
        .Serial_B2(Serial_B2)
    );
    DEFF deff (
        .TX_DDR_clk (TX_DDR_clk),
        .TX_rst(TX_rst),
        .Enable(TX_HS_EN),
        .Serial_B1(Serial_B1),
        .Serial_B2(Serial_B2),
        .Dp(Dp),
        .Dn(Dn)
    );
endmodule
module TX_HS_FSM (
    input  wire TX_DDR_clk,
    input  wire TX_rst,
    input  wire Enable,
    input  wire TX_VALID,
    input  wire [7:0] TX_BYTE_DATA,
    input  wire TX_HS_END_DATA,
    output wire [2:0] TX_HS_STATE,
    output reg  [7:0] TX_BYTE_DATA_FSM,
    output reg TX_BYTE_DATA_VALID,
    output reg TX_HS_READY
);
    parameter integer T_HS_ZERO  = 4;
    parameter integer T_HS_TRAIL = 8;
    localparam TX_HS_STOP  = 3'b000,
               TX_HS_ZERO  = 3'b001,
               TX_HS_SYNC  = 3'b010,
               TX_HS_DATA  = 3'b011,
               TX_HS_TRAIL = 3'b100;
    reg [2:0] current_state, next_state;
    reg [$clog2(T_HS_ZERO+1)-1:0]  zero_cnt;
    reg [$clog2(T_HS_TRAIL+1)-1:0] trail_cnt;
    reg [1:0] sync_cnt;
    assign TX_HS_STATE = current_state;
    always @(posedge TX_DDR_clk or posedge TX_rst) begin
        if (TX_rst)
            current_state <= TX_HS_STOP;
        else if (Enable)
            current_state <= next_state;
        else
            current_state <= TX_HS_STOP;
    end
    always @(posedge TX_DDR_clk or posedge TX_rst) begin
        if (TX_rst) begin
            zero_cnt  <= 0;
            trail_cnt <= 0;
            sync_cnt <=0;
        end else begin
            if (current_state == TX_HS_ZERO)
                zero_cnt <= zero_cnt + 1'b1;
            else
                zero_cnt <= 0;
            if (current_state == TX_HS_TRAIL)
                trail_cnt <= trail_cnt + 1'b1;
            else
                trail_cnt <= 0;
            if (current_state == TX_HS_SYNC)
                sync_cnt <= sync_cnt + 1'b1;
            else
                sync_cnt <= 0;
        end
    end
    always @(*) begin
        next_state = current_state;
        TX_BYTE_DATA_FSM = 8'h00;
        TX_BYTE_DATA_VALID = 1'b0;
        TX_HS_READY = 1'b0;
        case (current_state)
            TX_HS_STOP: begin
                if (Enable)
                    next_state = TX_HS_ZERO;
            end
            TX_HS_ZERO: begin
                TX_BYTE_DATA_VALID = 1'b1;
                if (zero_cnt == T_HS_ZERO-1)
                    next_state = TX_HS_SYNC;
            end
            TX_HS_SYNC: begin
                TX_HS_READY = 1'b1;
                TX_BYTE_DATA_FSM   = 8'h1D;
                TX_BYTE_DATA_VALID = 1'b1;
                if(sync_cnt == 3)
                    next_state = TX_HS_DATA;
            end
            TX_HS_DATA: begin
                TX_HS_READY = 1'b1;
                if(TX_VALID) begin
                    TX_BYTE_DATA_FSM = TX_BYTE_DATA;
                    TX_BYTE_DATA_VALID = 1'b1;
                end
                if (TX_HS_END_DATA)
                    next_state = TX_HS_TRAIL;
            end
            TX_HS_TRAIL: begin
                TX_BYTE_DATA_FSM = 8'hff;
                TX_BYTE_DATA_VALID = 1'b1;
                if (trail_cnt == T_HS_TRAIL-1)
                    next_state = TX_HS_STOP;
            end
            default: begin
                next_state = TX_HS_STOP;
            end
        endcase
    end
endmodule
`timescale 1ns/1ps
module TX_LP_FSM (
    input  wire TX_BYTE_clk,
    input  wire TX_rst,
    input  wire TX_REQ,
    output reg  Dp,
    output reg  Dn,
    output reg  TX_HS_END_DATA,
    output reg  TX_HS_EN,
    output [1:0] TX_LP_STATE
);
    localparam TX_STOP    = 2'b00,
               TX_HS_REQ  = 2'b01,
               TX_HS_PRPR = 2'b10,
               TX_HS_WAIT = 2'b11;
    reg [1:0] current_state, next_state;
    assign TX_LP_STATE = current_state;
    always @(posedge TX_BYTE_clk or posedge TX_rst) begin
        if (TX_rst)
            current_state <= TX_STOP;
        else
            current_state <= next_state;
    end
    always @(*) begin
        Dp = 1'b1;
        Dn = 1'b1;
        TX_HS_END_DATA = 1'b0;
        TX_HS_EN = 1'b0;
        next_state = current_state;
        case (current_state)
            TX_STOP: begin
                if (TX_REQ)
                    next_state = TX_HS_REQ;
            end
            TX_HS_REQ: begin
                Dp = 1'b0;
                Dn = 1'b1;
                next_state = TX_HS_PRPR;
            end
            TX_HS_PRPR: begin
                Dp = 1'b0;
                Dn = 1'b0;
                next_state = TX_HS_WAIT;
            end
            TX_HS_WAIT: begin
                TX_HS_EN = 1'b1;
                Dp = 1'b0;
                Dn = 1'b0;
                if (!TX_REQ) begin
                    TX_HS_END_DATA = 1'b1;
                    next_state = TX_STOP;
                end
            end
            default: begin
                next_state = TX_STOP;
            end
        endcase
    end
endmodule
module DEFF (
    input  wire TX_DDR_clk,    
    input  wire TX_rst,        
    input  wire Enable,        
    input  wire Serial_B1,     
    input  wire Serial_B2,     
    output wire Dp,            
    output wire Dn             
);
    reg q1;    
    reg q2;    
    always @(posedge TX_DDR_clk or posedge TX_rst) begin
        if (TX_rst)
            q1 <= 1'b0;
        else if (Enable)
            q1 <= Serial_B1;
    end
    always @(negedge TX_DDR_clk or posedge TX_rst) begin
        if (TX_rst)
            q2 <= 1'b0;
        else if (Enable)
            q2 <= Serial_B2;
    end
    wire ddr_out;
    assign ddr_out = (q1 & TX_DDR_clk) ^ (q2 & ~TX_DDR_clk);
    assign Dp = Enable ? ddr_out : 1'bz;
    assign Dn = Enable ? ~ddr_out : 1'bz;
endmodule
module Serializer (
    input  wire TX_BYTE_clk,
    input  wire TX_DDR_clk,
    input  wire TX_rst,
    input  wire Enable,
    input  wire [7:0] TX_BYTE_DATA,
    output reg Serial_B1,
    output reg Serial_B2
);
    reg [7:0] byte_reg;
    reg Counter_Enable;
    reg [1:0] bit_counter;     
    always @(posedge TX_BYTE_clk or posedge TX_rst) begin
        if (TX_rst) begin 
            byte_reg <= 8'b0;
            Counter_Enable <= 0;
        end
        else if (Enable) begin 
            byte_reg <= TX_BYTE_DATA;
            Counter_Enable <= 1;
        end else begin
            byte_reg <= 8'b0;
            Counter_Enable <= 0;
        end
    end
    always @(posedge TX_DDR_clk or posedge TX_rst) begin
        if (TX_rst)
            bit_counter <= 2'b00;
        else if (Counter_Enable)
            bit_counter <= bit_counter + 1'b1;
        else
            bit_counter <= 2'b00;
    end
    always @(*) begin
        case (bit_counter)
            2'b00: begin
                Serial_B1 = byte_reg[0];
                Serial_B2 = byte_reg[1];
            end
            2'b01: begin
                Serial_B1 = byte_reg[2];
                Serial_B2 = byte_reg[3];
            end
            2'b10: begin
                Serial_B1 = byte_reg[4];
                Serial_B2 = byte_reg[5];
            end
            2'b11: begin
                Serial_B1 = byte_reg[6];
                Serial_B2 = byte_reg[7];
            end
            default: begin
                Serial_B1 = 1'b0;
                Serial_B2 = 1'b0;
            end
        endcase
    end
endmodule
==> flow/run.sh <==
#!/bin/bash
# OpenROAD 26Q1-2900-gdf79404cd8, Yosys 0.63+post, stock flow scripts
make -C /OpenROAD-flow-scripts/flow DESIGN_CONFIG=/design/flow/config.mk WORK_HOME=/design/flow/orfs finish
==> flow/config.mk <==
export PLATFORM = sky130hd
export DESIGN_NAME = D_PHY_DRIVER
export DESIGN_NICKNAME = D_PHY_DRIVER
export VERILOG_FILES = /design/flow/design.v
export SDC_FILE = /design/flow/constraint.sdc
export NUM_CORES = 4
export LEC_CHECK = 1
export CORE_AREA = 10 10 109 109
export DIE_AREA = 0 0 119 119
==> flow/constraint.sdc <==
current_design D_PHY_DRIVER

set clk_period 1.9
set clk_io_pct 0.2

create_clock -name clk0 -period $clk_period [get_ports {TX_BYTE_clk}]
create_clock -name clk1 -period $clk_period [get_ports {TX_DDR_clk}]

set non_clock_inputs [all_inputs -no_clocks]
set_input_delay [expr $clk_period * $clk_io_pct] -clock clk0 $non_clock_inputs
set_output_delay [expr $clk_period * $clk_io_pct] -clock clk0 [all_outputs]
==> impl_metrics.csv <==
group,metric,value,unit
status,status,"finished with violations",
status,failing_checks,"setup timing",
power,internal_power,1.72,mW
clock_network,tritoncts_clock_tree,"done",
logic_synthesis,async_flop_share,100,%
setup_path,worst-endpoint-arrival,2360,ps
global_route,overflow,0,
setup_path,worst_path_largest_cell_delay,350,ps
setup_path,minimum_setup_slack_among_reg_to_reg_paths,-470,ps
setup_path,number_of_logic_stages_on_the_critical_path_including_buffering,5,
setup_path,rr_endpoint,"tx_hs.deff.q2",
power,power_switching,0.697,mW
setup_path,cp_cell_sequence,"mux2i_1 -> nand2_1 -> clkbuf_8 -> o21a_1 -> buf_2",
setup_path,critPathSlowestCell,"dfrtn_1",
logic_synthesis,postSynthSeqShare,52.2,%
logic_synthesis,ys.flop_type,"dfrtp_1",
logic_synthesis,cells_after_synthesis,123,
global_route,grtUsageTotal,4.92,%
floorplan,chipArea,14200,µm²
logic_synthesis,yosysUniqueCellTypes,36,
clock_network,postCtsHoldBufs,0,
floorplan,row_count,36,
power,total_power,2.42,mW
placement,gp_routability_congestion,0.732,
final_layout,multi_input_comb_area,639,µm²
routing,route.met2.wl,1390,µm
setup_path,path_class,"reg2out",
sta,worst_slack,-842,ps
power,seq_pwr_share,34.1,%
routing,routed_wire_length_per_instance,11.3,µm
routing,remaining_drc_errors,0,
sta,timing_hold_violations_final,0,
sta,setup-violations-final,4,
setup_path,cp-endpoint,"Dp",
logic_synthesis,post-synth-top-count-cell,"dfrtp_1",
sta,fin_setup_tns,-2240,ps
sta,grt_setup_unrepaired,"yes",
logic_synthesis,synth_area_per_cell,11.3,µm²
sta,report.final.slew_viol_count,0,
setup_path,crit_required,1520,ps
routing,post_drt_via_cell_ratio,3.47,
placement,dpl_cell_area,1760,µm²
placement,port_buffers,19,
routing,detailroute.via_count,1013,
logic_synthesis,yosys_area,1390,µm²
setup_path,reg2reg_depth,4,
setup_path,cp_max_fo,2,
power,power.combinational.fraction,23.2,%
job,max_cap_viol_count,0,
logic_synthesis,edf_count,0,
setup_path,critical_path.top_delay_family,"flip-flops",
job,log.warning_count,40,
final_layout,final_area,1990,µm²
routing,detail_route.first_pass.iterations,6,
final_layout,largest_register_ff_count,8,
final_layout,post_route_cells_drive_above_1_share,21.4,%
routing,routed_length_on_met1,1580,µm
logic_synthesis,yosys.area.top_type_share,50.4,%
placement,dp_hpwl,2330,µm
sta,relSlewSlack,75.6,%
final_layout,synthToLayoutAreaGrowth,42.9,%
power,ir_drop,0.350,mV
floorplan,coreArea,9640,µm²
setup_path,critical_path_buf_inv_count,2,
global_route,grt_max_degree,29,
power,total_leakage_power,0.857,nW
setup_path,startpoint_class_of_the_critical_path,"flop",
logic_synthesis,synth.cell_area,1390,µm²
global_route,wire_length_of_the_first_global_routing_pass,5570,µm
power,switching_share,28.8,%
routing,antenna_left,0,
worst_hold_path,worst_hold_path_type,"reg2reg",
sta,clock_skew,33.3,ps
logic_synthesis,yosysCellCount,123,
logic_synthesis,ys_warn_count,7,
routing,antenna-diode-count,0,
routing,totalWireLength,3310,µm
floorplan,die_h,119,µm
power,clockPowerShare,42.7,%
clock_network,worst_setup_hold_path_clk_slew,70,ps
floorplan,floorplan.die.width,119,µm
routing,detail_route.iter0.violations,61,
routing,dr.max_layer_used,"met4",
floorplan,num_io_pins,21,
logic_synthesis,yosys_register_bits,29,
logic_synthesis,largest_area_cell,"dfrtp_1",
setup_path,crit_start,"tx_hs.deff.q2",
final_layout,final_core_utilization,20.6,%
power,power.density_cell_area,1220,nW/µm²
floorplan,initial_utilization,14.4,%
setup_path,cp-end-kind,"output port",
logic_synthesis,post_synth_main_area_contributors,"dfrtp_1 (50%), ha_1 (11%), a21boi_1 (4.3%), nand2_1 (2.4%), nand3_1 (2.2%)",
logic_synthesis,top_cells_by_count,"dfrtp_1 (28), ha_1 (12), nand2_1 (9)",
sta,worst_slew_pin_slew,366,ps
setup_path,r2r_start,"tx_hs.serializer.bit_counter[0]",
final_layout,final-seq-area,727,µm²
placement,pre_cts_ws,-523,ps
routing,wl_met3,222,µm
global_route,antenna_found_initial,0,
final_layout,fillerInstances,1049,
global_route,first_global_vias,1113,
## routing by layer
metal,up-vias,GRT usage [%]
met3,11,2.64
li1,492,-
met1,480,6.83
met2,30,5.74
met5,-,0
met4,0,2.98
## through the flow
step,hold slack (ps),std cells
final,352,292
after floorplan,415,123
after detailed placement,437,274
after global placement,426,274
after global routing,387,292
after CTS,362,292
## worst min path at each step
stage | startpoint | endpoint | slack (ps) | cells past startpoint
final | tx_hs.serializer.Counter_Enable | tx_hs.serializer.bit_counter[1] | 350 | 1
after global routing | tx_hs.serializer.Counter_Enable | tx_hs.serializer.bit_counter[1] | 390 | 1
after CTS | tx_hs.serializer.Counter_Enable | tx_hs.serializer.bit_counter[1] | 360 | 1
## logic make-up after synthesis
group                    share of synthesized area [%]
AND-OR/OR-AND                                     11.4
XOR/XNOR                                          1.26
adder cells (fa/ha/maj)                           10.8
buffers and inverters                             3.15
flip-flops                                        52.2
multiplexers                                      4.68
AND/OR/NAND/NOR                                   16.5
## power groups by stage
stage / clock network [mW] / logic, mW / registers, mW
after CTS: 1.08 / 0.570 / 0.826
after global routing: 1.12 / 0.629 / 0.844
final: 1.03 / 0.561 / 0.825
## layout make-up
class / count / area share [%]
flip-flops and latches: 29 / 36.6
clock buffers: 19 / 11.3
multi-input cells: 83 / 32.2
repair buffers: 21 / 10.3
well taps: 133 / 8.38
inverters: 7 / 1.32
## what timing repair did
action                     CTS  global route
setup endpoints to repair    9             5
pin swaps                    3             2
hold endpoints to repair     0             0
gates resized               10             1
buffers inserted             1             0
## cell usage in the layout (no fill, tap or decap), types with 5 or more instances in the layout
cell,n
dfrtp_1,27
clkdlybuf4s50_1,17
clkbuf_8,15
ha_1,10
nand2_1,9
a21boi_1,8
nor2_1,7
nand3_1,6
inv_1,5
Power is estimated from default activity; no workload was simulated.
